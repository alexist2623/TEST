File: /design/flow/config.mk
export PLATFORM = sky130hd
export DESIGN_NAME = gpi_core
export DESIGN_NICKNAME = gpi_core
export VERILOG_FILES = /design/flow/design.v
export SDC_FILE = /design/flow/constraint.sdc
export NUM_CORES = 4
export LEC_CHECK = 1
export CORE_AREA = 10 10 70 70
export DIE_AREA = 0 0 80 80
File: /design/flow/constraint.sdc
current_design gpi_core

set clk_period 1.0
set clk_io_pct 0.2

create_clock -name clk0 -period $clk_period [get_ports {clk}]

set non_clock_inputs [all_inputs -no_clocks]
set_input_delay [expr $clk_period * $clk_io_pct] -clock clk0 $non_clock_inputs
set_output_delay [expr $clk_period * $clk_io_pct] -clock clk0 [all_outputs]
File: /design/flow/design.v
`timescale 1ns / 1ps
module gpi_core
#(
    parameter N_SW=8
)
(
    input logic clk,
    input logic reset,
    input logic cs,
    input logic read,
    input logic write,
    input logic [4:0] addr,
    input logic [31:0] wr_data,
    output logic [31:0] rd_data,
    input logic [N_SW-1:0] din
);
logic [N_SW-1:0] buf_reg;
always @ (posedge clk)
    if(reset)
        buf_reg <= 0;
    else
        buf_reg <= din;
assign rd_data[N_SW-1:0] = buf_reg;
assign rd_data[31:N_SW] = 0;
endmodule
File: /design/flow/run.sh
#!/bin/bash
# OpenROAD 26Q1-2900-gdf79404cd8, Yosys 0.63+post, stock flow scripts
make -C /OpenROAD-flow-scripts/flow DESIGN_CONFIG=/design/flow/config.mk WORK_HOME=/design/flow/orfs finish
==> results.py <==
# Generated from Yosys and OpenROAD reports
metrics = {
    "power": {
        "p_leak_uw": 0.000266,
        "ir_drop_mv": 0.213,
        "p_per_area_nw_per_um2": 1170,
    },
    "routing": {
        "vias_per_cell": 2.26,
        "n_antenna_cell": 0,
        "antenna_violating_nets_post_route": 0,
        "detailedRoute.firstPassIterationCount": 2,
        "drt_iter0_drc": 4,
        "route.vias.total": 242,
        "route.detailed.wl_per_inst_um": 8.65,
        "route.final.wire_length_um": 926,
        "drc": 0,
    },
    "placement": {
        "post-place-cells": 104,
        "preCtsSetupSlack_ns": 0.0187,
        "dp.final_hpwl_um": 861,
        "placedInstanceArea_um2": 536,
        "routability_cong": 0.709,
        "numPortBuffers": 17,
    },
    "yosys": {
        "ys_top_cells_by_area": "sky130_fd_sc_hd__buf_4, sky130_fd_sc_hd__dfxtp_1, sky130_fd_sc_hd__nor2b_1",
        "netlist_logic_family_top": "buffers and inverters",
        "postSynthRegisterBits": 8,
        "postSynthAreaPerCell_um2": 9.61,
        "ys_async_sr_fraction_pct": 0,
        "yosysMostFrequentCell": "sky130_fd_sc_hd__buf_4",
        "yosys.area.top_type_share_pct": 45.7,
        "yosys_warnings": 1,
        "enable_flop_cells": 0,
        "adder_share_pct": 0,
        "yosys.stat.seqShare_pct": 40.6,
        "syn-cell-area_um2": 394,
        "ys_sh_simple_pct": 12.7,
        "synth_stat.cells": 41,
        "synth.area.mux_share_pct": 0,
        "netlist.top_cell.by_area": "sky130_fd_sc_hd__buf_4",
        "ff_type": "sky130_fd_sc_hd__dfxtp_1",
        "ys_sh_xor_pct": 0,
        "post_synth_most_frequent_cells": "sky130_fd_sc_hd__buf_4, sky130_fd_sc_hd__dfxtp_1, sky130_fd_sc_hd__nor2b_1, sky130_fd_sc_hd__conb_1",
        "ys_types": 4,
        "synthCells": 41,
        "synth.yosys.chip_area_um2": 394,
        "synth-compound-area-share_pct": 0,
    },
    "setup_path": {
        "critical_path_arrival_ns": 0.77,
        "critical_path.max_stage_delay_ns": 0.29,
        "crit_chain": "dlygate4sd2_1",
        "critPathTopFamily": "flip-flops",
        "crit_path_top_delay_cell": "sky130_fd_sc_hd__dfxtp_1",
        "critPathCaptureType": "output pin",
        "worst-path-max-fanout": 1,
        "critical_path_buf_inv_count": 1,
        "timing.critical_path.from_type": "flop",
        "crit_required_ns": 0.80,
        "crit_type": "reg2out",
    },
    "final_timing": {
        "worst_slack_ns": 0.0310,
        "setup_viol": 0,
        "fin_crit_sh_pct": 96.9,
        "layout_min_cycle_time_ns": 0.969,
        "tns_ns": 0,
        "final-hold-violation-count": 0,
        "rsz_0062_raised_after_global_routing": "no",
        "final.hold.worst_slack_ns": 0.508,
        "maximum_clock_frequency_mhz": 1030,
        "finalMaxSlewViolations": 0,
    },
    "clocking": {
        "cts-htree-levels": 1,
        "number_of_sinks_on_the_clock_net": 8,
        "postCtsSetupRepairBufs": 0,
        "cts-root-to-sink-buffers": 2,
        "numCtsBuffers": 3,
        "cts-root-buf": "sky130_fd_sc_hd__clkbuf_4",
        "clk_pin_slew_worst_paths_ns": 0.05,
        "clock_tree_from_tritoncts": "built",
    },
    "job": {
        "maxCapViolCount": 0,
        "tool_warnings": 65,
    },
    "floorplan": {
        "dieHeight_um": 80,
        "core_area_um2": 3420,
        "design.portCount": 82,
        "initial_core_util_pct": 11.5,
        "floorplan.die_area_um2": 6400,
        "die_x_um": 80,
        "num_rows": 21,
    },
    "min_path": {
        "hold_path.class": "in2reg",
    },
    "grt": {
        "grt_usage_pct": 2.53,
        "maximum_number_of_pins_on_one_net_before_global_route_repair": 9,
        "globalRoute.totalOverflow": 0,
        "grt_antenna_before_repair": 0,
        "first_global_vias": 312,
        "grt_first_pass_wirelength_mm": 1.34,
    },
    "cells_and_area": {
        "synthToLayoutAreaGrowth_pct": 40.0,
        "finish.instance_area_um2": 552,
        "drive_gt1_share_pct": 8.20,
        "largest_register_ff_count": 8,
        "final-instance-count-excl-fill": 107,
        "layout_filler_cell_count": 388,
    },
    "status": {
        "outcome": "finished clean",
    },
}
[where the power goes]
group	switching (uW)	leakage, uW	total, uW	internal (uW)
sequential	2.96	0.0000669	340	337
clock	94.1	0.0000138	230	136
combinational	19.7	0.000185	76.5	56.8
total	117	0.000266	647	530
[per-layer routing]
metal	wire length, um	GRT usage, %	up-vias
met5	0	0	-
met4	19	1.06	0
met3	91	0.909	2
met2	441	4.41	25
met1	374	2.69	101
li1	-	-	114
[through the flow]
step | total power, uW | utilization [%]
after floorplan | 419 | -
after global placement | 439 | 15.7
after detailed placement | 438 | 15.7
after CTS | 666 | 16.0
after global routing | 689 | 16.2
final | 647 | 16.2
[layout by cell type (no fill, tap or decap)]
cell type / count
sky130_fd_sc_hd__buf_4: 1
sky130_fd_sc_hd__clkbuf_4: 3
sky130_fd_sc_hd__clkdlybuf4s15_1: 2
sky130_fd_sc_hd__clkdlybuf4s50_1: 9
sky130_fd_sc_hd__conb_1: 24
sky130_fd_sc_hd__dfxtp_1: 7
sky130_fd_sc_hd__dfxtp_2: 1
sky130_fd_sc_hd__dlygate4sd2_1: 6
sky130_fd_sc_hd__nor2b_1: 8
[worst paths after layout]
| path | slack (ns) | endpoint | depth (start not counted) | from |
|---|---|---|---|---|
| setup / recovery | 0.03 | rd_data[4] | 1 | buf_reg[4]$_SDFF_PP0_ |
| hold / removal | 0.51 | buf_reg[4]$_SDFF_PP0_ | 2 | din[4] |
[cells by family after synthesis]
family | Yosys count
flip-flops | 8
buffers and inverters | 24
AND/OR/NAND/NOR | 8
other | 1
[layout make-up]
cell class	count	area, um^2	share of cell area (%)
Timing Repair Buffer	18	170	30.8
Sequential cell	8	161	29.3
Multi-Input combinational cell	32	140	25.4
Tap cell	46	57.6	10.4
Clock buffer	3	22.5	4.08
[repair_timing]
action | CTS | global route
setup endpoints to repair | 8 | 2
endpoints found under the hold margin | 0 | 0
pin swaps | 0 | 0
hold buffers | 0 | 0
gates resized | 8 | 3
No activity file was given, so power comes from the tool's default toggle rates.
